==> /design/flow/design.v <==
`timescale 1ns / 1ps
package hdu_pkg;
    localparam int DATA_WIDTH    = 512;  
    localparam int FUNC_ID_WIDTH = 16;
    localparam int TOKEN_WIDTH   = 64;
    localparam int ARG_LEN_WIDTH = 16;
    localparam int MAX_SLOTS     = 32;
    function automatic int safe_clog2(int n);
        return (n <= 1) ? 1 : $clog2(n);
    endfunction
    localparam int SLOT_ID_WIDTH = safe_clog2(MAX_SLOTS);
    localparam int HEADER_USED_BITS = TOKEN_WIDTH + FUNC_ID_WIDTH + ARG_LEN_WIDTH;
    localparam int PADDING_WIDTH    = DATA_WIDTH - HEADER_USED_BITS;
    function automatic int get_token_top(); return DATA_WIDTH - 1; endfunction
    function automatic int get_token_bot(); return DATA_WIDTH - TOKEN_WIDTH; endfunction
    function automatic int get_func_top();  return get_token_bot() - 1; endfunction
    function automatic int get_func_bot();  return get_token_bot() - FUNC_ID_WIDTH; endfunction
    typedef struct packed {
        logic [FUNC_ID_WIDTH-1:0] func_id;
        logic [SLOT_ID_WIDTH-1:0] slot_id;
        logic                     valid;
    } dispatch_desc_t;
endpackage : hdu_pkg
`timescale 1ns / 1ps
import hdu_pkg::*;
module auth_cam #(
    parameter int TABLE_SIZE = 16
)(
    input  logic clk,
    input  logic rst_n,
    input  logic [$clog2(TABLE_SIZE)-1:0] cfg_addr,
    input  logic                          cfg_wr_en,
    input  logic [FUNC_ID_WIDTH-1:0]      cfg_func_id,
    input  logic [TOKEN_WIDTH-1:0]        cfg_token,
    input  logic [FUNC_ID_WIDTH-1:0] lookup_func_id,
    input  logic [TOKEN_WIDTH-1:0]   lookup_token,
    input  logic                     lookup_valid,
    output logic                     lookup_ready,
    output logic                     auth_pass,
    output logic                     auth_done
);
    logic [FUNC_ID_WIDTH-1:0] cam_func_ids [TABLE_SIZE-1:0];
    logic [TOKEN_WIDTH-1:0]   cam_tokens   [TABLE_SIZE-1:0];
    logic                     cam_valid    [TABLE_SIZE-1:0];
    always_ff @(posedge clk or negedge rst_n) begin
        if (!rst_n) begin
            for (int i = 0; i < TABLE_SIZE; i++) begin
                cam_valid[i]    <= 1'b0;
                cam_func_ids[i] <= '0;
                cam_tokens[i]   <= '0;
            end
        end else if (cfg_wr_en) begin
            cam_func_ids[cfg_addr] <= cfg_func_id;
            cam_tokens[cfg_addr]   <= cfg_token;
            cam_valid[cfg_addr]    <= 1'b1;
        end
    end
    logic [TABLE_SIZE-1:0] match_vector;
    always_comb begin
        match_vector = '0;
        for (int i = 0; i < TABLE_SIZE; i++) begin
            if (cam_valid[i] &&
                (cam_func_ids[i] == lookup_func_id) &&
                (cam_tokens[i] == lookup_token)) begin
                match_vector[i] = 1'b1;
            end
        end
    end
    always_ff @(posedge clk or negedge rst_n) begin
        if (!rst_n) begin
            auth_pass <= 1'b0;
            auth_done <= 1'b0;
        end else begin
            auth_done <= lookup_valid;
            auth_pass <= (|match_vector) && lookup_valid;
        end
    end
    assign lookup_ready = 1'b1;
    // synthesis translate_off
    always_ff @(posedge clk) begin
        if (lookup_valid && $countones(match_vector) > 1)
            $warning("auth_cam: multiple matches for FuncID %h", lookup_func_id);
    end
    // synthesis translate_on
endmodule
`timescale 1ns / 1ps
import hdu_pkg::*;
module fallback_bridge (
    input  logic clk,
    input  logic rst_n,
    input  logic                     fail_valid,
    input  logic [FUNC_ID_WIDTH-1:0] fail_func_id,
    input  logic [TOKEN_WIDTH-1:0]   fail_token,
    input  logic        host_ready,
    output logic        irq_valid,
    output logic [63:0] irq_data,
    output logic [31:0] cnt_overflows
);
    localparam int FIFO_DEPTH = 4;
    localparam int PTR_W      = hdu_pkg::safe_clog2(FIFO_DEPTH);
    localparam int DEPTH_W    = PTR_W + 1;
    logic [63:0] mem [FIFO_DEPTH-1:0];
    logic [PTR_W-1:0] wr_ptr, rd_ptr;
    logic [DEPTH_W-1:0] count;  
    wire full  = (count == DEPTH_W'(FIFO_DEPTH));
    wire empty = (count == 0);
    wire [47:0] token_low  = {32'b0, fail_token[15:0]};
    wire [47:0] token_high = fail_token[63:16];
    wire [47:0] token_hash = token_low ^ token_high;
    wire [63:0] write_data = {token_hash, fail_func_id};
    logic [PTR_W-1:0] wr_ptr_n, rd_ptr_n;
    logic [DEPTH_W-1:0] count_n;
    logic [63:0] mem_n [FIFO_DEPTH-1:0];
    always_comb begin
        wr_ptr_n = wr_ptr;
        rd_ptr_n = rd_ptr;
        count_n  = count;
        for (int i = 0; i < FIFO_DEPTH; i++) mem_n[i] = mem[i];
        if (fail_valid && (count != DEPTH_W'(FIFO_DEPTH))) begin
            mem_n[wr_ptr] = write_data;
            wr_ptr_n = wr_ptr + 1;
            count_n  = count + 1;
        end
        if (host_ready && (count != 0)) begin
            rd_ptr_n = rd_ptr + 1;
            count_n  = count - 1;
        end
    end
    always_ff @(posedge clk or negedge rst_n) begin
        if (!rst_n) begin
            wr_ptr        <= '0;
            rd_ptr        <= '0;
            count         <= '0;
            cnt_overflows <= '0;
            irq_data      <= '0;
            for (int i = 0; i < FIFO_DEPTH; i++) mem[i] <= '0;
        end else begin
            if (fail_valid && (count == DEPTH_W'(FIFO_DEPTH))) begin
                if (cnt_overflows != 32'hFFFFFFFF) cnt_overflows <= cnt_overflows + 1;
            end
            for (int i = 0; i < FIFO_DEPTH; i++) mem[i] <= mem_n[i];
            wr_ptr <= wr_ptr_n;
            rd_ptr <= rd_ptr_n;
            count  <= count_n;
            if (count_n != 0) irq_data <= mem_n[rd_ptr];
            else irq_data <= '0;
        end
    end
    // synthesis translate_off
    always_ff @(posedge clk) begin
        if (count > DEPTH_W'(FIFO_DEPTH)) $fatal("fallback_bridge: count exceeded depth!");
    end
    // synthesis translate_on
    assign irq_valid = (count != 0);
endmodule
`timescale 1ns / 1ps
import hdu_pkg::*;
module hdu_top #(
    parameter int TABLE_SIZE = 16
)(
    input  logic                   clk,
    input  logic                   rst_n,
    input  logic [DATA_WIDTH-1:0]  s_axis_tdata,
    input  logic                   s_axis_tlast,
    input  logic                   s_axis_tvalid,
    output logic                   s_axis_tready,
    input  logic                   tb_inject_valid,
    input  logic [TOKEN_WIDTH-1:0] tb_inject_token,
    input  logic [FUNC_ID_WIDTH-1:0] tb_inject_func,
    output logic [SLOT_ID_WIDTH-1:0] dispatch_slot,
    output logic                     dispatch_valid,
    input  logic [SLOT_ID_WIDTH-1:0] compute_done_slot,
    input  logic                     compute_done_valid,
    input  logic [$clog2(TABLE_SIZE)-1:0] cfg_addr,
    input  logic                          cfg_wr_en,
    input  logic [FUNC_ID_WIDTH-1:0]      cfg_func_id,
    input  logic [TOKEN_WIDTH-1:0]        cfg_token,
    output logic                     host_irq,
    input  logic                     host_ready,
    output logic [31:0] status_allocs,
    output logic [31:0] status_fails,
    output logic [31:0] status_overflows
);
    logic [FUNC_ID_WIDTH-1:0] prs_func_id, stg2_func_id;
    logic [TOKEN_WIDTH-1:0]   prs_token, stg2_token;
    logic                     prs_valid, prs_ready;
    logic                     auth_pass, auth_done, auth_ready;
    logic                     alloc_req_valid, alloc_req_ready;
    logic                     alloc_success, alloc_fail, alloc_valid_out;
    logic [SLOT_ID_WIDTH-1:0] alloc_slot_id;
    header_parser u_parser (
        .clk(clk), .rst_n(rst_n),
        .s_axis_tdata(s_axis_tdata), .s_axis_tlast(s_axis_tlast),
        .s_axis_tvalid(s_axis_tvalid), .s_axis_tready(s_axis_tready),
        .out_func_id(prs_func_id), .out_token(prs_token),
        .out_valid(prs_valid), .out_ready(prs_ready),
        .tb_inject_valid(tb_inject_valid),
        .tb_inject_token(tb_inject_token),
        .tb_inject_func(tb_inject_func)
    );
    always_ff @(posedge clk or negedge rst_n) begin
        if (!rst_n) begin
            stg2_func_id <= '0;
            stg2_token   <= '0;
        end else if (prs_valid && prs_ready) begin
            stg2_func_id <= prs_func_id;
            stg2_token   <= prs_token;
        end
    end
    assign prs_ready = auth_ready && alloc_req_ready;
    auth_cam #(.TABLE_SIZE(TABLE_SIZE)) u_cam (
        .clk(clk), .rst_n(rst_n),
        .cfg_addr(cfg_addr), .cfg_wr_en(cfg_wr_en),
        .cfg_func_id(cfg_func_id), .cfg_token(cfg_token),
        .lookup_func_id(prs_func_id), .lookup_token(prs_token),
        .lookup_valid(prs_valid && prs_ready),
        .lookup_ready(auth_ready),
        .auth_pass(auth_pass), .auth_done(auth_done)
    );
    assign alloc_req_valid = auth_done && auth_pass;
    slot_allocator u_alloc (
        .clk(clk), .rst_n(rst_n),
        .req_valid(alloc_req_valid), .req_ready(alloc_req_ready),
        .free_slot_id(compute_done_slot), .free_en(compute_done_valid),
        .alloc_slot_id(alloc_slot_id), 
        .alloc_success(alloc_success), .alloc_fail(alloc_fail),
        .alloc_valid(alloc_valid_out),
        .cnt_allocations(status_allocs), .cnt_failures(status_fails)
    );
    assign dispatch_valid = alloc_valid_out && alloc_success;
    assign dispatch_slot  = alloc_slot_id;
    logic trigger_fallback;
    assign trigger_fallback = (auth_done && !auth_pass) || (alloc_valid_out && alloc_fail);
    fallback_bridge u_fallback (
        .clk(clk), .rst_n(rst_n),
        .fail_valid(trigger_fallback),
        .fail_func_id(stg2_func_id),
        .fail_token(stg2_token),
        .host_ready(host_ready),
        .irq_valid(host_irq),
        .irq_data(),  
        .cnt_overflows(status_overflows)
    );
endmodule
`timescale 1ns / 1ps
import hdu_pkg::*;
module header_parser #(
    parameter int DATA_WIDTH = hdu_pkg::DATA_WIDTH
)(
    input  logic                   clk,
    input  logic                   rst_n,
    input  logic [DATA_WIDTH-1:0]  s_axis_tdata,
    input  logic                   s_axis_tlast,
    input  logic                   s_axis_tvalid,
    output logic                   s_axis_tready,
    output logic [FUNC_ID_WIDTH-1:0] out_func_id,
    output logic [TOKEN_WIDTH-1:0]   out_token,
    output logic                     out_valid,
    input  logic                     out_ready,
    input  logic                     tb_inject_valid,
    input  logic [TOKEN_WIDTH-1:0]   tb_inject_token,
    input  logic [FUNC_ID_WIDTH-1:0] tb_inject_func
);
    typedef enum logic {IDLE, DROP_PAYLOAD} state_t;
    state_t state;
    localparam int TOKEN_TOP = DATA_WIDTH - 1;
    localparam int FUNC_TOP  = TOKEN_TOP - TOKEN_WIDTH;
    always_ff @(posedge clk or negedge rst_n) begin
        if (!rst_n) begin
            state       <= IDLE;
            out_valid   <= 1'b0;
            out_func_id <= '0;
            out_token   <= '0;
        end else begin
            if (tb_inject_valid) begin
                out_token   <= tb_inject_token;
                out_func_id <= tb_inject_func;
                out_valid   <= 1'b1;
                state <= IDLE;
            end else begin
                case (state)
                    IDLE: begin
                        if (s_axis_tvalid && s_axis_tready) begin
                            out_token   <= s_axis_tdata[TOKEN_TOP -: TOKEN_WIDTH];
                            out_func_id <= s_axis_tdata[FUNC_TOP  -: FUNC_ID_WIDTH];
                            out_valid   <= 1'b1;
                            if (!s_axis_tlast)
                                state <= DROP_PAYLOAD;
                        end
                        if (out_valid && out_ready) begin
                            out_valid <= 1'b0;
                        end
                    end
                    DROP_PAYLOAD: begin
                        if (s_axis_tvalid && s_axis_tlast) begin
                            state <= IDLE;
                        end
                    end
                endcase
            end
        end
    end
    assign s_axis_tready = (state == DROP_PAYLOAD) || (!out_valid || out_ready);
endmodule
`timescale 1ns / 1ps
import hdu_pkg::*;
module slot_allocator #(
    parameter int MAX_SLOTS_P = hdu_pkg::MAX_SLOTS
)(
    input  logic clk,
    input  logic rst_n,
    input  logic req_valid,
    output logic req_ready,
    input  logic [hdu_pkg::safe_clog2(MAX_SLOTS_P)-1:0] free_slot_id,
    input  logic                                      free_en,
    output logic [hdu_pkg::safe_clog2(MAX_SLOTS_P)-1:0] alloc_slot_id,
    output logic                     alloc_success,
    output logic                     alloc_fail,
    output logic                     alloc_valid,
    output logic [31:0] cnt_allocations,
    output logic [31:0] cnt_failures
);
    localparam int SLOT_W = hdu_pkg::safe_clog2(MAX_SLOTS_P);
    logic [MAX_SLOTS_P-1:0] busy_bitmap;
    logic [SLOT_W-1:0]    next_free_slot;
    logic                 found_free;
    integer free_idx;
    always_comb begin
        next_free_slot = '0;
        found_free = 1'b0;
        for (int unsigned i = 0; i < MAX_SLOTS_P; i++) begin
            if (!busy_bitmap[i] && !found_free) begin
                next_free_slot = SLOT_W'(i);
                found_free = 1'b1;
            end
        end
    end
    assign req_ready = 1'b1;
    always_ff @(posedge clk or negedge rst_n) begin
        if (!rst_n) begin
            busy_bitmap     <= '0;
            alloc_valid     <= 1'b0;
            alloc_success   <= 1'b0;
            alloc_fail      <= 1'b0;
            alloc_slot_id   <= '0;
            cnt_allocations <= '0;
            cnt_failures    <= '0;
        end else begin
            logic [MAX_SLOTS_P-1:0] busy_next;
            busy_next = busy_bitmap;
            free_idx = $unsigned(free_slot_id);
            if (free_en) begin
                if ((free_idx >= 0) && (free_idx < MAX_SLOTS_P)) begin
                    busy_next[free_idx] = 1'b0;
                end else begin
                    // synthesis translate_off
                    $warning("slot_allocator: free_slot_id out of bounds: %0d", free_idx);
                    // synthesis translate_on
                end
            end
            alloc_valid   <= 1'b0;
            alloc_success <= 1'b0;
            alloc_fail    <= 1'b0;
            if (req_valid) begin
                alloc_valid <= 1'b1;
                if (found_free) begin
                    busy_next[next_free_slot] = 1'b1;
                    alloc_slot_id <= next_free_slot;
                    alloc_success <= 1'b1;
                    if (cnt_allocations != 32'hFFFFFFFF)
                        cnt_allocations <= cnt_allocations + 1;
                end else begin
                    alloc_fail <= 1'b1;
                    if (cnt_failures != 32'hFFFFFFFF)
                        cnt_failures <= cnt_failures + 1;
                end
            end
            busy_bitmap <= busy_next;
        end
    end
    // synthesis translate_off
    always_ff @(posedge clk) begin
        if (alloc_success && alloc_fail) $fatal("Alloc success and fail simultaneously!");
    end
    // synthesis translate_on
endmodule
==> /design/flow/run.sh <==
#!/bin/bash
# OpenROAD 26Q1-2900-gdf79404cd8, Yosys 0.63+post, stock flow scripts
make -C /OpenROAD-flow-scripts/flow DESIGN_CONFIG=/design/flow/config.mk WORK_HOME=/design/flow/orfs finish
==> /design/flow/config.mk <==
export PLATFORM = sky130hd
export DESIGN_NAME = hdu_top
export DESIGN_NICKNAME = hdu_top
export VERILOG_FILES = /design/flow/design.v
export SDC_FILE = /design/flow/constraint.sdc
export NUM_CORES = 4
export LEC_CHECK = 1
export CORE_UTILIZATION = 30
export SYNTH_HDL_FRONTEND = slang
==> /design/flow/constraint.sdc <==
current_design hdu_top

set clk_period 11.4
set clk_io_pct 0.2

create_clock -name clk0 -period $clk_period [get_ports {clk}]

set non_clock_inputs [all_inputs -no_clocks]
set_input_delay [expr $clk_period * $clk_io_pct] -clock clk0 $non_clock_inputs
set_output_delay [expr $clk_period * $clk_io_pct] -clock clk0 [all_outputs]
==> impl_results.rst <==
Run summary
-----------

.. list-table::
   :header-rows: 1

   * - Metric
     - Value
   * - Die height
     - approximately 500 um
   * - Fmax
     - around 190 MHz
   * - Total Negative Setup Slacks
     - 0 ps
   * - Cell-by-cell listing of the critical path
     - buf_4, inv_1, a22o_1, nor4_2, buf_4, nand3_1, nor4_1, nor4_1, a41oi_1
   * - Count of maximum capacitance violations
     - 0
   * - Post-cts repair resize count
     - 0
   * - Largest voltage drop on the vdd net
     - ~0.00014 V
   * - Number of design rule violations left after detail routing
     - 0
   * - Most common reg cell
     - sky130_fd_sc_hd__dfrtp_1
   * - Top logic cells by instance count in the layout
     - 1519 x sky130_fd_sc_hd__dfrtp_1, 1236 x sky130_fd_sc_hd__mux2_2, 654 x sky130_fd_sc_hd__xnor2_1
   * - Core region area
     - between 200000 and 250000 um^2
   * - Area added between synthesis and finish
     - 19.1%
   * - Placed instance count
     - between 9000 and 10000
   * - Fraction of the yosys area taken by sequential cells
     - ~52%
   * - Slew of the pin with the lowest slew margin
     - between 1000 and 1500 ps
   * - Data arrival at the endpoint of the critical path
     - approximately 6000 ps
   * - AND/OR/NAND/NOR Cells, Area Fraction
     - under 10%
   * - Setup repair after global routing missed its margin
     - false
   * - Total wire length after detailed routing
     - roughly 350000 um
   * - Clock tree buffer depth
     - 3
   * - Clock tree from TritonCTS
     - done
   * - Antenna Violating Nets Remaining
     - 0
   * - Cell count after synthesis
     - 5999
   * - Asr flop ratio synth
     - roughly 100%
   * - Setup slack after placement
     - 6020 ps
   * - Boundary pin count
     - 793
   * - Summed instance area of the synthesized netlist
     - 73300 um^2
   * - Highest-count logic cell in the final layout
     - sky130_fd_sc_hd__dfrtp_1
   * - Max-slew violation count
     - 0
   * - Final Worst Setup Slack
     - roughly 6100 ps
   * - Yosys chip area
     - approximately 73000 um^2
   * - Total power consumption of the routed design
     - 17.1 mW
   * - Instance area after placement
     - 81900 um^2
   * - Detailed-route via count
     - approximately 55000
   * - Late-Pin Clk Latency
     - between 800 and 900 ps
   * - Cell family with the largest share of critical-path delay
     - simple AND/OR/NAND/NOR gates
   * - Quantity of hold-fixing buffers added after cts
     - 0
   * - Min cycle time layout
     - 5340 ps
   * - Post-synth mux share
     - between 20 and 25%
   * - Count of placed standard cells in the final layout, fillers left out
     - between 9000 and 10000
   * - Post-CTS repair timing setup buffer count
     - 0
   * - Clk Tree Root Cell
     - sky130_fd_sc_hd__clkbuf_16
   * - Crit Path Max Fanout
     - 13
   * - Initial Util
     - between 30 and 40%
   * - Vias/cell
     - 5.60
   * - Post-Synth Adder-Cell Area
     - less than 1%
   * - Maximum number of pins on one net before global-route repair
     - about 130
   * - Power Density
     - 195 nW/um^2
   * - Stage delay of the slowest cell on the critical path
     - 1140 ps
   * - Share of the synthesized netlist area taken by xor and xnor gates
     - roughly an eighth
   * - Average routed wire per standard cell
     - around 35 um
   * - Hold_ws
     - a little over 400 ps
   * - Run status
     - completed
   * - Kind of capture point of the worst setup path
     - flip-flop
   * - Ys cells
     - around 6000
   * - Main logic family after synthesis
     - multiplexers
   * - Area occupied by multi-input gates
     - around 33000 um^2
   * - Die extent in x
     - 496 um
   * - Setup Viol. Count Final
     - 0
   * - Main area contributors after synthesis
     - sky130_fd_sc_hd__dfrtp_1 52%, sky130_fd_sc_hd__mux2_2 19%, sky130_fd_sc_hd__xnor2_1 7.8%, sky130_fd_sc_hd__xor2_1 3.9%, sky130_fd_sc_hd__nand4_1 1.9%
   * - Total buffers and inverters traversed by the critical path
     - 3
   * - Mapped Avg Cell Area
     - 12.2 um^2
   * - Share of final-layout standard cells stronger than drive strength 1
     - approximately 28%
   * - Sequential Area
     - between 30000 and 40000 um^2
   * - Placed wire-length estimate after detailed placement
     - around 220000 um
   * - Number of unique standard cell types used by synthesis
     - 76
   * - Headroom to the max-slew limit
     - 21.9%
   * - Initial antenna violation count
     - approximately 70
   * - Log Warnings
     - just under 500
   * - Count of buffers inserted at the top-level ports
     - about 360
   * - GRT Residual Overflow
     - 0
   * - AO/OA Area Share
     - under 10%
   * - Final standard cell area without fillers
     - 87300 um^2
   * - Die Area
     - ~250000 um^2
   * - Filler Cells Inserted
     - 22900
   * - Number of buffers created by CTS
     - between 150 and 200
   * - Final core utilization
     - 35.9%
   * - Iteration-0 DRC count of the detailed router
     - between 5000 and 6000
   * - Fraction of synthesized cell area taken by the top area cell type
     - between 50% and 60%
   * - Worst-path cell with the longest stage delay
     - sky130_fd_sc_hd__nor4_1
   * - Htree depth
     - 4
   * - Total global routing track utilization
     - approximately 29%
   * - Clock-pin slew on the worst setup and hold paths
     - around 60 ps
   * - Final Hold Fails
     - 0
   * - Kind of critical path
     - flip-flop to flip-flop
   * - Class of the most critical hold timing path
     - flip-flop to flip-flop
   * - Leakage power
     - around 36 nW
   * - Layout Skew
     - around 26 ps
   * - Synthesized registers
     - between 1500 and 2000
   * - Number of detailed-route iterations in the first pass
     - 7
   * - Row cnt
     - roughly 180
   * - Worst Path Required
     - 12020 ps
   * - Cycle use final
     - a little under half
   * - Cell taking the most area after synthesis
     - sky130_fd_sc_hd__dfrtp_1
   * - Count of flip-flops with a built-in enable after synthesis
     - 0
   * - Synth warn
     - 0
   * - Wire length of the first global-routing pass
     - ~460000 um
   * - Startpoint kind of the worst setup timing path
     - flip-flop
   * - Number of sinks on the clock net
     - ~1500
   * - Via count of the first global-routing pass
     - ~53000
   * - Final estimated routing congestion in global placement
     - around 1.1
-- metal layers --
layer,GRT usage [%],routed length [um],vias to the layer above
li1,-,-,22200
met1,35.8,127000,28300
met2,38.4,139000,3401
met3,18.9,56100,921
met4,15.8,22200,46
met5,2.63,1240,-
-- worst paths after layout --
| kind | depth (start not counted) | slack [ps] | end | start |
|---|---|---|---|---|
| max | 9 | 6060 | u_cam.auth_pass | u_parser.out_token[46] |
| min | 0 | 410 | u_cam.auth_done | u_parser.out_valid |
| max reg2reg | 9 | 6060 | u_cam.auth_pass | u_parser.out_token[46] |
| min reg2reg | 0 | 410 | u_cam.auth_done | u_parser.out_valid |
| max in group asynchronous | 4 | 7240 | u_cam.cam_func_ids[120] | rst_n |
| min in group asynchronous | 1 | 1410 | u_alloc.cnt_failures[21] | rst_n |
-- layout make-up --
type	count	area share, %
clock inverter	34	0.622
antenna	53	0.152
sequential	1519	43.5
timing repair buffer	668	6.79
clock buffer	247	5.48
multi-input combinational	3889	38.1
tap	3202	4.59
inverter	171	0.735
-- state kept, by name, indices dropped and copies added, names as in the netlist --
name,cells
u_parser.out_func_id,16
u_cam.cam_func_ids,256
u_fallback.cnt_overflows,32
u_alloc.alloc_valid,1
u_parser.state,1
u_alloc.alloc_fail,1
u_parser.out_valid,1
u_alloc.alloc_slot_id,5
u_cam.auth_pass,1
u_cam.auth_done,1
u_parser.out_token,64
u_alloc.alloc_success,1
u_alloc.cnt_allocations,32
u_cam.cam_tokens,1024
u_alloc.busy_bitmap,32
u_alloc.cnt_failures,32
u_cam.cam_valid,16
u_fallback.count,3
-- power by group --
group | internal (mW) | leakage (nW) | switching (mW)
Combinational | 1.91 | 14.6 | 2.36
Sequential | 6.54 | 18.7 | 0.810
Clock | 3.14 | 2.61 | 2.30
-- kinds of logic (layout without fill, tap and decap cells) --
logic type / Yosys count / count (layout)
fa+ha+maj: 4 / 4
buf+inv: 591 / 1120
xor+xnor: 979 / 979
simple gates: 1012 / 1012
other cells: 1 / 54
flops: 1519 / 1519
compound gates: 577 / 577
mux: 1316 / 1316
-- synth_stat cells, types with 40 or more instances --
cell type                      n
sky130_fd_sc_hd__dfrtp_1    1519
sky130_fd_sc_hd__mux2_2     1236
sky130_fd_sc_hd__xnor2_1     654
sky130_fd_sc_hd__clkbuf_1    348
sky130_fd_sc_hd__xor2_1      325
sky130_fd_sc_hd__nand4_1     220
sky130_fd_sc_hd__o21ai_0     203
sky130_fd_sc_hd__nand2_1     195
sky130_fd_sc_hd__nand2b_1    167
sky130_fd_sc_hd__inv_1       156
sky130_fd_sc_hd__nor4_1      151
sky130_fd_sc_hd__o22ai_1      94
sky130_fd_sc_hd__mux2i_1      80
sky130_fd_sc_hd__buf_1        64
sky130_fd_sc_hd__nor2_1       62
sky130_fd_sc_hd__nand3_1      53
sky130_fd_sc_hd__o2111ai_1    50
sky130_fd_sc_hd__o2bb2ai_1    43
sky130_fd_sc_hd__nor3_1       41
sky130_fd_sc_hd__a221oi_1     40
Power figures rest on the tool's default switching activity, not on a simulated workload.
